`/design/flow/design.v`:
```
package boardtype;
parameter BoardAdaptor          = 0;
    parameter ClockHigh         = 200000000;     
    parameter ClockMed          = 100000000;     
    parameter ClockLow          =  50000000;     
    parameter BoardNameLow      = 32'h4153454D;         
    parameter BoardNameHigh     = 32'h35324935;         
    parameter FPGASize          = 9;             
    parameter FPGAPins          = 144;     
    parameter IOPorts           = 3;             
    parameter IOWidth           = 72;             
    parameter PortWidth         = 24;             
    parameter LIOWidth          = 0;             
    parameter LEDCount          = 0;             
    parameter SepClocks         = "true";             
    parameter OneWS             = "true";             
    parameter BusWidth          = 32;
    parameter AddrWidth         = 16;
    parameter GPIOWidth         = 36;
    parameter NumGPIO           = 2;
    parameter MuxGPIOIOWidth    = IOWidth/NumGPIO;
    parameter MuxLedWidth       = LEDCount/NumGPIO;
    parameter ADC               = "DE0-Nano-SoC";
    parameter Capsense          = 0;
endpackage  
package boardtype;
parameter BoardAdaptor          = 0;
    parameter ClockHigh         = 200000000;     
    parameter ClockMed          = 100000000;     
    parameter ClockLow          =  50000000;     
    parameter BoardNameLow      = 32'h4153454D;         
    parameter BoardNameHigh     = 32'h35324935;         
    parameter FPGASize          = 9;             
    parameter FPGAPins          = 144;     
    parameter IOPorts           = 3;             
    parameter IOWidth           = 72;             
    parameter PortWidth         = 24;             
    parameter LIOWidth          = 0;             
    parameter LEDCount          = 0;             
    parameter SepClocks         = "true";             
    parameter OneWS             = "true";             
    parameter BusWidth          = 32;
    parameter AddrWidth         = 16;
    parameter GPIOWidth         = 36;
    parameter NumGPIO           = 2;
    parameter MuxGPIOIOWidth    = IOWidth/NumGPIO;
    parameter MuxLedWidth       = LEDCount/NumGPIO;
    parameter ADC               = "DE0-Nano-SoC";
    parameter Capsense          = 1;
endpackage  
package boardtype;
parameter BoardAdaptor          = 0;
    parameter ClockHigh         = 200000000;     
    parameter ClockMed          = 100000000;     
    parameter ClockLow          =  50000000;     
    parameter BoardNameLow      = 32'h4153454D;         
    parameter BoardNameHigh     = 32'h35324935;         
    parameter FPGASize          = 9;             
    parameter FPGAPins          = 144;     
    parameter IOPorts           = 3;             
    parameter IOWidth           = 72;             
    parameter PortWidth         = 24;             
    parameter LIOWidth          = 0;             
    parameter LEDCount          = 0;             
    parameter SepClocks         = "true";             
    parameter OneWS             = "true";             
    parameter BusWidth          = 32;
    parameter AddrWidth         = 16;
    parameter GPIOWidth         = 36;
    parameter NumGPIO           = 2;
    parameter MuxGPIOIOWidth    = IOWidth/NumGPIO;
    parameter MuxLedWidth       = LEDCount/NumGPIO;
    parameter ADC               = "DE0-Nano-SoC";
    parameter Capsense          = 1;
endpackage  
module adc_ltc2308(
	clk,  
	measure_start,  
	measure_ch,
	measure_done,
	measure_dataread,
	ADC_CONVST,
	ADC_SCK,
	ADC_SDI,
	ADC_SDO 
);
input								clk;
input								measure_start;
input		[2:0]					measure_ch;
output	reg					measure_done;
output	[11:0]				measure_dataread;
output		          		ADC_CONVST;
output		          		ADC_SCK;
output	reg          		ADC_SDI;
input 		          		ADC_SDO;
reg pre_measure_start;
always @ (posedge clk)	
begin
	pre_measure_start <= measure_start;
end
wire reset_n;
assign reset_n = (!pre_measure_start & measure_start)?1'b0:1'b1;
reg [15:0] tick;	
always @ (posedge clk or negedge reset_n)	
begin
	if (!reset_n)
		tick <= 0;
	else if (tick < (((0+64)+12)+320))
		tick <= tick + 1;
end
assign ADC_CONVST = (tick >= 0 && tick < (0+1))?1'b1:1'b0;
reg clk_enable;  
always @ (negedge clk or negedge reset_n)	 
begin
	if (!reset_n)
		clk_enable <= 1'b0;
	else if ((tick >= (0+64) && tick < ((0+64)+12)))
		clk_enable <= 1'b1;
	else
		clk_enable <= 1'b0;
end
assign ADC_SCK = clk_enable?clk:1'b0;
reg [(12-1):0] read_data;
reg [3:0] write_pos;
assign measure_dataread = read_data;
always @ (negedge clk or negedge reset_n)	
begin
	if (!reset_n)
	begin
		read_data <= 0;
		write_pos <= 12-1;
	end
	else if (clk_enable)
	begin
		read_data[write_pos] <= ADC_SDO;
		write_pos <= write_pos - 1;
	end
end
wire read_ch_done;
assign read_ch_done = (tick == (((0+64)+12)+320))?1'b1:1'b0;
always @ (posedge clk or negedge reset_n)	
begin
	if (!reset_n)
		measure_done <= 1'b0;
	else if (read_ch_done)
		measure_done <= 1'b1;
end
reg [(6-1):0] config_cmd;
always @(negedge reset_n)
begin
	if (!reset_n)
	begin
		case (measure_ch)
			0 : config_cmd <= {4'h8, 1'b1, 1'b0}; 
			1 : config_cmd <= {4'hC, 1'b1, 1'b0}; 
			2 : config_cmd <= {4'h9, 1'b1, 1'b0}; 
			3 : config_cmd <= {4'hD, 1'b1, 1'b0}; 
			4 : config_cmd <= {4'hA, 1'b1, 1'b0}; 
			5 : config_cmd <= {4'hE, 1'b1, 1'b0}; 
			6 : config_cmd <= {4'hB, 1'b1, 1'b0}; 
			7 : config_cmd <= {4'hF, 1'b1, 1'b0}; 
			default : config_cmd <= {4'hF, 2'b00}; 
		endcase
	end
end
wire config_init;
wire config_enable;
wire config_done;
reg [2:0] sdi_index;
assign config_init = (tick == ((0+1)))?1'b1:1'b0;	
assign config_enable = (tick > (0+64) && tick <= ((0+64)+6 - 1))?1'b1:1'b0;	 
assign config_done = (tick > ((0+64)+6 - 1))?1'b1:1'b0;	
always @(negedge clk)	
begin
	if (config_init)
	begin
		ADC_SDI <= config_cmd[6-1];
		sdi_index <= 6-2;
	end
	else if (config_enable)
	begin
		ADC_SDI <= config_cmd[sdi_index];
		sdi_index <= sdi_index - 1;
	end
	else if (config_done)
		ADC_SDI <= 1'b0;  
end
endmodule
```
`/design/flow/run.sh`:
```
#!/bin/bash
# OpenROAD 26Q1-2900-gdf79404cd8, Yosys 0.63+post, stock flow scripts
make -C /OpenROAD-flow-scripts/flow DESIGN_CONFIG=/design/flow/config.mk WORK_HOME=/design/flow/orfs finish
```
`/design/flow/config.mk`:
```
export PLATFORM = sky130hd
export DESIGN_NAME = adc_ltc2308
export DESIGN_NICKNAME = adc_ltc2308
export VERILOG_FILES = /design/flow/design.v
export SDC_FILE = /design/flow/constraint.sdc
export NUM_CORES = 4
export LEC_CHECK = 1
export CORE_UTILIZATION = 40
```
`/design/flow/constraint.sdc`:
```
current_design adc_ltc2308

set clk_period 2.9
set clk_io_pct 0.2

create_clock -name clk0 -period $clk_period [get_ports {clk}]

set non_clock_inputs [all_inputs -no_clocks]
set_input_delay [expr $clk_period * $clk_io_pct] -clock clk0 $non_clock_inputs
set_output_delay [expr $clk_period * $clk_io_pct] -clock clk0 [all_outputs]
```
==> impl_metrics.tcl <==
# yosys + openroad results
set metrics [dict create \
    status "complete, but fails checks" \
    violations "setup timing" \
    start_kind "flip-flop" \
    cp-end-kind "output pin" \
    ys_area_um2 2170 \
    synth-edff-count 1 \
    clockBufferDepth 2 \
    rsz0062_at_grt "yes" \
    synth_cells 219 \
    syn_to_final_growth_pct 30.9 \
    cellPowerDensity_nw_per_um2 347 \
    setup_violations 4 \
    slew_viol_final 0 \
    cts-root-buf "clkbuf_8" \
    die_h_um 75.6 \
    dp_hpwl_um 3160 \
    max_slew_margin_pct 48.6 \
    crit_type "reg -> out" \
    synth-seq-cells 42 \
    tightest_slew_ps 761 \
    grt_pass1_vias 1652 \
    ant_nets 0 \
    dp.cells 323 \
    path_max_fanout 2 \
    grt_max_degree 20 \
    grt_use_total_pct 17.6 \
    yosysTopAreaCell "dfrtp_1" \
    ios 22 \
    vias_per_cell 5.06 \
    dieArea_um2 5720 \
    cts_tree "built" \
    dp_slack_ps -141 \
    use_met1_pct 29.4 \
    synth_area_um2 2170 \
    wl_per_cell_um 12.7 \
    post-synth-top-area-fraction_pct 19.6 \
    ys_cells 219 \
    hp-class "reg -> reg" \
    h-tree-depth 2 \
    unclocked_pins 3 \
    grt.busiest_layer "met1" \
    cap_violations 0 \
    grt_antenna_before_repair 0 \
    routed_wl_um 4460 \
    final-hold-violation-count 0 \
    untimed_endpoints 3 \
    synthFlopType "dfrtp_1" \
    max-vdd-ir-drop_mv 0.249 \
    vias 1782 \
    warnings 45 \
    fp_util_pct 41.9 \
    clock-skew-final_ps 64.3 \
    ys_seq_share_pct 47.3 \
    top_cell "nand2_1" \
    top_cells_by_count "nand2_1, dfrtp_1, dfrtn_1, nand3_1" \
    portBuffers 21 \
    area_leaders "dfrtp_1, dfrtn_1, dfxtp_1" \
    gr-total-overflow 0 \
    stdcell_count 352 \
    antenna_cells 0 \
    use_met3_pct 2.82 \
    core_um2 5170 \
    leakagePower_nw 1.23 \
    clk-insertion-delay-late_ps 350 \
    drc 0 \
    cp.arrival_ps 2360 \
    met2_usage_pct 26.1 \
    drive_gt1_share_pct 34.8 \
    rows 26 \
    ys_types 55 \
    cts_made_buffers 5 \
    cts.clk_slew.worst_paths_ps 80 \
    async_flop_share_pct 81.0 \
    drt_iter0_drc 129 \
    dieWidth_um 75.6 \
    hold_buffers 0 \
    tns_ps -62.5 \
    ys_warn_count 1 \
    grt_pass1_wl_um 7390 \
    synth.avg_cell_area_um2 9.90 \
    setup_ws_ps -44.7 \
    dr.pass1.iters 4 \
    gp_congestion 0.875 \
    required_ps 2320 \
]
[critical path, stage by stage (launching register included)]
cell     delay, ps
dfrtn_1        420
inv_2           40
nor2_1          70
buf_2           90
[registers in the layout (all words and copies together), names as in the netlist]
register,cells
read_data,12
write_pos,4
pre_measure_start,1
clk_enable,1
tick,16
ADC_SDI,1
measure_done,1
config_cmd,3
sdi_index,3
[cells by family (layout without fill, tap and decap cells)]
kind of cell	count (synthesis)	count (layout)	share of synthesized area, %
DFF	42	42	47.3
adders and majority gates	10	10	5.77
AOI/OAI and AO/OA	40	40	13.1
muxes	5	5	2.54
xor gates and xnor gates	10	10	4.04
buffers and inverters	26	89	5.08
and+or+nand+nor	86	86	22.2
[area by class of cell]
class | instances | area (um2)
Tap cell | 70 | 87.6
Sequential cell | 42 | 1020
Multi-Input combinational cell | 151 | 1110
Fill cell | 457 | 2340
Clock buffer | 7 | 78.8
Clock inverter | 10 | 43.8
Inverter | 10 | 37.5
Timing Repair Buffer | 62 | 454
[metal layers]
metal / vias to the layer above / wire length [um] / part of all wire, %
li1: 900 / - / -
met1: 837 / 2260 / 51
met2: 40 / 1970 / 44
met3: 5 / 179 / 4.0
met4: 0 / 51 / 1.1
met5: - / 0 / 0
[placed cells by master, fill, tap and decap left out, drive strengths merged, types with 4 or more instances in the layout]
master | netlist | layout
xnor2 | 8 | 8
buf | 7 | 51
o211ai | 6 | 6
inv | 11 | 18
a21oi | 7 | 7
nand2 | 21 | 21
ha | 10 | 10
nand4 | 9 | 9
o21ai | 11 | 11
nor2 | 11 | 11
dfrtp | 17 | 17
clkdlybuf4s50 | 0 | 7
and3 | 6 | 6
nand3 | 14 | 14
mux2 | 4 | 4
dfrtn | 14 | 14
dfxtp | 7 | 7
clkbuf | 8 | 11
[worst paths after layout]
kind | startpoint | endpoint | slack [ps] | cells after the start
hold reg to reg | tick[9]$_DFFE_PP0N_ | tick[9]$_DFFE_PP0N_ | 380 | 0
max in group asynchronous | measure_start | read_data[7]$_DFFE_NP0P_ | 550 | 3
min in group asynchronous | pre_measure_start$_DFF_P_ | tick[6]$_DFFE_PP0N_ | 570 | 2
hold / removal | tick[9]$_DFFE_PP0N_ | tick[9]$_DFFE_PP0N_ | 380 | 0
setup reg to reg | tick[5]$_DFFE_PP0N_ | sdi_index[2]$_SDFFE_NP1P_ | -20 | 4
setup / recovery | clk_enable$_DFF_NP0_ | ADC_SCK | -40 | 3
[through the flow]
step | power (W) | hold WS [ps] | instance area, um2 | util [%]
final | 0.000984 | 381 | 2840 | 54.8
after global routing | 0.00104 | 395 | 2840 | 54.8
after CTS | 0.000998 | 387 | 2800 | 54.1
after detailed placement | 0.000606 | 369 | 2620 | 50.7
after global placement | 0.000606 | 366 | 2620 | 50.7
after floorplan | 0.000589 | 413 | 2180 | -
[power breakdown]
part	internal [W]	leakage, nW	switching, W
combinational	0.0000119	0.665	0.0000123
sequential	0.000550	0.464	0.000000330
clock	0.000188	0.0986	0.000222
[repair_timing]
action | in CTS | in global routing
setup endpoints to repair | 19 | 13
pin swaps | 7 | 7
gates resized | 46 | 12
buffers inserted | 9 | 6
No activity file was given, so power comes from the tool's default toggle rates.
